<file path="/design/flow/config.mk">
export PLATFORM = sky130hd
export DESIGN_NAME = FIR_Filter
export DESIGN_NICKNAME = FIR_Filter
export VERILOG_FILES = /design/flow/design.v
export SDC_FILE = /design/flow/constraint.sdc
export NUM_CORES = 4
export LEC_CHECK = 1
export CORE_AREA = 10 10 113 113
export DIE_AREA = 0 0 123 123
</file>
<file path="/design/flow/constraint.sdc">
current_design FIR_Filter

set clk_period 5.1
set clk_io_pct 0.2

create_clock -name clk0 -period $clk_period [get_ports {clk}]

set non_clock_inputs [all_inputs -no_clocks]
set_input_delay [expr $clk_period * $clk_io_pct] -clock clk0 $non_clock_inputs
set_output_delay [expr $clk_period * $clk_io_pct] -clock clk0 [all_outputs]
</file>
<file path="/design/flow/design.v">
module FIR_Filter(clk, reset, data_in, data_out);
parameter N = 16;
input clk, reset;
input [N-1:0] data_in;
output reg [N-1:0] data_out; 
wire [5:0] b0 =  6'b100000; 
wire [5:0] b1 =  6'b100000; 
wire [5:0] b2 =  6'b100000; 
wire [5:0] b3 =  6'b100000;
wire [N-1:0] x1, x2, x3; 
DFF DFF0(clk, 0, data_in, x1);  
DFF DFF1(clk, 0, x1, x2);       
DFF DFF2(clk, 0, x2, x3);       
wire [N-1:0] Mul0, Mul1, Mul2, Mul3;  
assign Mul0 = data_in * b0; 
assign Mul1 = x1 * b1;  
assign Mul2 = x2 * b2;  
assign Mul3 = x3 * b3;  
wire [N-1:0] Add_final; 
assign Add_final = Mul0 + Mul1 + Mul2 + Mul3; 
always@(posedge clk)
data_out <= Add_final; 
endmodule
module DFF(clk, reset, data_in, data_delayed);
parameter N = 16;
input clk, reset;
input [N-1:0] data_in;
output reg [N-1:0] data_delayed; 
always@(posedge clk, posedge reset)
begin
    if (reset)
    data_delayed <= 0;
    else
    data_delayed <= data_in; 
end
endmodule
</file>
<file path="/design/flow/run.sh">
#!/bin/bash
# OpenROAD 26Q1-2900-gdf79404cd8, Yosys 0.63+post, stock flow scripts
make -C /OpenROAD-flow-scripts/flow DESIGN_CONFIG=/design/flow/config.mk WORK_HOME=/design/flow/orfs finish
</file>
==> results.txt <==
run results: initial DRC count 34, # setup viols final 0, Synth flops 44, vias per std cell 3.21, GPL Wtd Cong 0.780, ANT nets after route 0, initial antenna violation count 0, Synth Area per Inst 10.8 um^2, tool warnings 31, Clock Path Buffers 2, max-cap check violation count 0, Setup CP Type in -> reg, fin crit period 3.84 ns, Hold WS roughly 0.35 ns, Netlist Area Pre-Place 0.00196 mm^2, CTS clk-pin slew, worst paths about 0.08 ns, chip area in the Yosys report 0.00196 mm^2, Root Buffer clkbuf_8, Post-Route Skew approximately 0.0073 ns, post-synthesis sequential area ratio 44.9%, Post-CTS Hold Fix Bufs 0, Worst setup EP type flop, clk ins delay skew pair 0.29 ns, Hold Path Class reg -> reg, clock net sink count 44, setup bufs post-CTS 0, CTS resizes 0, Die Y 123 um, fraction of layout cells with a size suffix above 1 between 5 and 6%, # IOs 34, Area Overhead vs Synth 23.6%, Max Clk Rate 0.260 GHz, post-DP HPWL 2280 um, Yosys Warn Count 5, global-route wire length before repair ~5000 um, die width 123 um, per-cell routed wire length 7.74 um, period utilisation layout 75.3%, final wirelength 2670 um, post-synthesis cell count from yosys 181, depth of the CTS H-tree 2, cells after synthesis 181, Max VDD drop 0.168 mV, Port Buffers 22, synth unique cells 23, Placed Cells incl. Taps about 340, drc violations 0, LEAKAGE 0.00114 uW, die area around 0.015 mm^2, Cell Rows 37, CP Launch Type input pin, Finished Layout Cells ~350, total global routing overflow 0, TritonCTS Buffers 5, Crit Path Max Fanout 2, Critical Path RT 5.28 ns, status finished, final reports clean, n_diodes 0, max-slew violations 0, Worst Path Arrival roughly 4.0 ns, pin count of the biggest net entering global routing 13, DR pass1 iterations 2, Power Dens Cells 408 mW/mm^2, core area 0.0103 mm^2, RSZ-0062 raised after global routing no, FP Core Util between 10% and 20%, gr usage total 4.01%, Setup TNS Final 0 ns, CTS tree built, vias in the first global route 1235, Vias 1108, endpoints failing hold 0
[report_power, final]
| group | total (uW) | leakage [uW] | switching, uW | internal (uW) |
|---|---|---|---|---|
| Sequential | 421 | 0.000371 | 18.1 | 403 |
| Combinational | 342 | 0.000722 | 146 | 196 |
| Clock | 226 | 0.0000503 | 106 | 121 |
[state kept, by name (all words and copies together), names as in the netlist]
name / cells
DFF2.data_delayed: 11
DFF0.data_delayed: 11
data_out: 11
DFF1.data_delayed: 11
[cells in the mapped netlist (all sizes together)]
library cell / n / share of area (%)
a21oi: 7 / 2.2
inv: 58 / 11
o2111ai: 1 / 0.76
nor4: 1 / 0.32
a31oi: 1 / 0.32
xor2: 2 / 0.89
fa: 20 / 20
nand2: 2 / 0.38
dfxtp: 44 / 45
nor3b: 2 / 0.76
o2111a: 1 / 0.57
and2b: 1 / 0.45
xnor2: 10 / 4.5
ha: 10 / 6.4
nand3: 3 / 0.76
nor2: 4 / 0.76
buf: 5 / 1.9
a21o: 1 / 0.38
nor2b: 2 / 0.64
mux2i: 1 / 0.51
conb: 1 / 0.19
o21ai: 4 / 1.0
[area by class of cell]
class	count	area, um^2
flip-flops and latches	44	881
multi-input cells	78	842
clock buffers	7	96.3
well taps	136	170
repair buffers	22	220
inverters	58	218
fillers	1092	7900
[worst max-delay path: stages]
cell and delay [ns]:
clkdlybuf4s50_1 0.48, inv_1 0.06, fa_1 0.56, fa_1 0.41, inv_1 0.07, ha_1 0.19, inv_1 0.07, fa_1 0.40
nor2b_1 0.12, o21ai_0 0.11, a21oi_1 0.24, mux2i_1 0.21, nand3_1 0.08
[path summary, 6_finish.rpt]
check        cells after the start                    to  slack [ns]                  from
max                             13          data_out[14]        1.26            data_in[1]
min                              0  DFF2.data_delayed[4]        0.35  DFF1.data_delayed[4]
max reg2reg                     12          data_out[14]        2.18  DFF0.data_delayed[1]
min reg2reg                      0  DFF2.data_delayed[4]        0.35  DFF1.data_delayed[4]
[per-layer routing]
metal  part of all wire, %  vias to the layer above  routed length, um  global-route usage (%)
li1                      -                      570                  -                       -
met1                    45                      515               1190                    4.67
met2                    45                       21               1200                    6.83
met3                   9.8                        2                261                    1.90
met4                  0.41                        0                 11                   0.437
met5                     0                        -                  0                       0
[layout by cell type, fill, tap and decap left out, drive strengths merged, types with 2 or more instances in the layout]
cell,count
fa,20
ha,10
dfxtp,44
xor2,2
xnor2,10
inv,58
nor2,4
nor3b,2
nand2,2
o21ai,4
nand3,3
conb,5
a21oi,7
nor2b,2
clkdlybuf4s50,22
clkbuf,7
[cells by family (layout without fill, tap and decap cells)]
family | Yosys count | count (layout) | share of synthesized area, %
XOR/XNOR | 12 | 12 | 5.35
other | 1 | 5 | 0.191
AND-OR/OR-AND | 15 | 15 | 5.23
adder cells (fa/ha/maj) | 30 | 30 | 26.8
AND/OR/NAND/NOR | 15 | 15 | 4.08
multiplexers | 1 | 1 | 0.510
buffers and inverters | 63 | 87 | 13.0
flip-flops | 44 | 44 | 44.9
[through the flow]
stage / area [um^2] / power (uW) / util [%] / worst slack, ns
after global routing: 2430 / 1080 / 23.5 / 1.03
after global placement: 2330 / 778 / 22.6 / 0.968
final: 2430 / 989 / 23.5 / 1.26
after CTS: 2430 / 1010 / 23.5 / 1.24
after detailed placement: 2330 / 783 / 22.6 / 0.951
after floorplan: 1980 / 641 / - / 1.66
Power figures rest on the tool's default switching activity, not on a simulated workload.
